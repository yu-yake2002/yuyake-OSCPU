File: flow/run.sh
#!/bin/bash
# OpenROAD 26Q1-2900-gdf79404cd8, Yosys 0.63+post, stock flow scripts
make -C /OpenROAD-flow-scripts/flow DESIGN_CONFIG=/design/flow/config.mk WORK_HOME=/design/flow/orfs finish
File: flow/config.mk
export PLATFORM = sky130hd
export DESIGN_NAME = csrfile
export DESIGN_NICKNAME = csrfile
export VERILOG_FILES = /design/flow/design.v
export SDC_FILE = /design/flow/constraint.sdc
export NUM_CORES = 4
export LEC_CHECK = 1
export CORE_AREA = 10 10 502 502
export DIE_AREA = 0 0 512 512
File: flow/constraint.sdc
current_design csrfile

set clk_period 27.5
set clk_io_pct 0.2

create_clock -name clk0 -period $clk_period [get_ports {clk}]

set non_clock_inputs [all_inputs -no_clocks]
set_input_delay [expr $clk_period * $clk_io_pct] -clock clk0 $non_clock_inputs
set_output_delay [expr $clk_period * $clk_io_pct] -clock clk0 [all_outputs]
File: flow/design.v
`timescale 1ns / 1ps
module csrfile(
  input wire                              clk,
  input wire                              rst,
  input wire                              csr_wr_clk,
  input wire                              csr_rd_ena,
  input wire [11 : 0]                     csr_rd_addr,
  output wire [63 : 0]                  csr_rd_data,
  input wire                              csr_wr_ena,
  input wire [11 : 0]                     csr_wr_addr,
  input wire [63 : 0]                   csr_wr_data,
  output wire [320-1:0]        csr_excp_rd_bus,
  input wire [320-1:0]         csr_excp_wr_bus,
  input wire                              excp_enter,
  input wire                              excp_exit,
  output wire [512-1:0] csr_to_ex_diffbus
  );
  wire [63 : 0] mip_wr_data, mstatus_wr_data, mepc_wr_data,
                  mcause_wr_data, mtval_wr_data;
  assign {
    mip_wr_data,
    mcause_wr_data,
    mepc_wr_data,
    mtval_wr_data,
    mstatus_wr_data
  } = csr_excp_wr_bus;
  assign csr_excp_rd_bus = {
    csr_mstatus,
    csr_mtvec,
    csr_mepc,
    csr_mip,
    csr_mie
  };
  wire excp_enter_wr = excp_enter && csr_wr_clk;
  wire excp_exit_wr  = excp_exit  && csr_wr_clk;
  wire excp_wr = (excp_enter || excp_exit) && csr_wr_clk;
  wire sel_rd_mstatus = (csr_rd_addr == 12'h300);
  wire sel_wr_mstatus = (csr_wr_addr == 12'h300);
  wire mstatus_rd_ena = sel_rd_mstatus && csr_rd_ena;
  wire mstatus_wr_ena = sel_wr_mstatus && csr_wr_ena && csr_wr_clk;
  wire [63 : 0] mstatus_wr_data_full = {
    (mstatus_wr_data[14:13] == 2'b11) || (mstatus_wr_data[16:15] == 2'b11),
    mstatus_wr_data[62:0]
  };
  wire [63 : 0] csr_wr_data_full = {
    (csr_wr_data[14:13] == 2'b11) || (csr_wr_data[16:15] == 2'b11),
    csr_wr_data[62:0]
  };
  reg [63 : 0] csr_mstatus;
  always @(posedge clk) begin
    if (rst == 1'b1) begin
      csr_mstatus <= 64'h1880;
    end
    else if (excp_wr) begin
      csr_mstatus <= 64'h80000000_0001F888 & mstatus_wr_data_full;
    end
    else if (mstatus_wr_ena) begin
      csr_mstatus <= 64'h80000000_0001F888 & csr_wr_data_full;
    end
  end
  wire [63 : 0] mstatus_rd_data = (
    excp_wr        ? mstatus_wr_data_full :
    mstatus_wr_ena ? csr_wr_data_full :
                     csr_mstatus
  );
  wire sel_misa = (csr_rd_addr == 12'h301);
  wire misa_rd_ena = sel_misa & csr_rd_ena;
  wire [63 : 0] csr_misa = {
    2'b10
    ,4'b0  
    ,1'b0  
    ,1'b0  
    ,1'b0  
    ,1'b0  
    ,1'b0  
    ,1'b0  
    ,1'b0  
    ,1'b0  
    ,1'b0  
    ,1'b0  
    ,1'b0  
    ,1'b0  
    ,1'b0  
    ,1'b0  
    ,1'b0  
    ,1'b0  
    ,1'b0  
    ,1'b1  
    ,1'b0  
    ,1'b0  
    ,1'b0  
    ,1'b0  
    ,1'b0  
    ,1'b0  
    ,1'b0  
    ,1'b0  
  };
  wire [63 : 0] misa_rd_data = csr_misa;
  wire sel_rd_mie = csr_rd_addr == 12'h304;
  wire sel_wr_mie = csr_wr_addr == 12'h304;
  wire mie_rd_ena = csr_rd_ena && sel_rd_mie;
  wire mie_wr_ena = csr_wr_ena && sel_wr_mie && csr_wr_clk;
  reg [63 : 0] csr_mie;
  always @(posedge clk) begin
    if (rst == 1'b1) begin
      csr_mie <= 64'h888;   
    end
    else if (mie_wr_ena) begin
      csr_mie <= csr_wr_data;
    end
  end
  wire [63 : 0] mie_rd_data = mie_wr_ena ? csr_wr_data : csr_mie;
  wire sel_rd_mtvec = (csr_rd_addr == 12'h305);
  wire sel_wr_mtvec = (csr_wr_addr == 12'h305);
  wire mtvec_rd_ena = csr_rd_ena && sel_rd_mtvec;
  wire mtvec_wr_ena = csr_wr_ena && sel_wr_mtvec && csr_wr_clk;
  reg [63 : 0] csr_mtvec;
  always @(posedge clk) begin
    if (rst == 1'b1) begin
      csr_mtvec <= 64'h00000000_00000000;
    end
    else if (mtvec_wr_ena) begin
      csr_mtvec <= csr_wr_data;
    end
  end
  wire [63 : 0] mtvec_rd_data = mtvec_wr_ena ? csr_wr_data : csr_mtvec;
  wire sel_rd_mscratch = (csr_rd_addr == 12'h340);
  wire sel_wr_mscratch = (csr_wr_addr == 12'h340);
  wire mscratch_rd_ena = csr_rd_ena && sel_rd_mscratch;
  wire mscratch_wr_ena = csr_wr_ena && sel_wr_mscratch && csr_wr_clk;
  reg [63 : 0] csr_mscratch;
  always @(posedge clk) begin
    if (rst == 1'b1) begin
      csr_mscratch <= 64'h00000000_00000000;
    end
    else if (mscratch_wr_ena) begin
      csr_mscratch <= csr_wr_data;
    end
  end
  wire [63 : 0] mscratch_rd_data = mscratch_wr_ena ? csr_wr_data : csr_mscratch;
  wire sel_rd_mepc = (csr_rd_addr == 12'h341);
  wire sel_wr_mepc = (csr_wr_addr == 12'h341);
  wire mepc_rd_ena = csr_rd_ena && sel_rd_mepc;
  wire mepc_wr_ena = csr_wr_ena && sel_wr_mepc && csr_wr_clk;
  reg [63 : 0] csr_mepc;
  always @(posedge clk) begin
    if (rst == 1'b1) begin
      csr_mepc <= 64'h00000000_00000000;
    end
    else if (excp_enter_wr) begin
      csr_mepc <=  mepc_wr_data;
    end
    else if (mepc_wr_ena) begin
      csr_mepc <= csr_wr_data;
    end
  end
  wire [63 : 0] mepc_rd_data = (
    excp_enter  ? mepc_wr_data :
    mepc_wr_ena ? csr_wr_data :
                  csr_mepc
  );
  wire sel_rd_mcause = (csr_rd_addr == 12'h342);
  wire sel_wr_mcause = (csr_wr_addr == 12'h342);
  wire mcause_rd_ena = csr_rd_ena && sel_rd_mcause;
  wire mcause_wr_ena = csr_wr_ena && sel_wr_mcause && csr_wr_clk;
  reg [63 : 0] csr_mcause;
  always @(posedge clk) begin
    if (rst == 1'b1) begin
      csr_mcause <= 64'h00000000_00000000;
    end
    else if (excp_enter_wr) begin
      csr_mcause <=  mcause_wr_data;
    end
    else if (mcause_wr_ena) begin
      csr_mcause <= csr_wr_data;
    end
  end
  wire [63 : 0] mcause_rd_data = (
    excp_enter    ? mcause_wr_data :
    mcause_wr_ena ? csr_wr_data :
                    csr_mcause
  );
  wire sel_rd_mtval = (csr_rd_addr == 12'h343);
  wire sel_wr_mtval = (csr_wr_addr == 12'h343);
  wire mtval_rd_ena = csr_rd_ena && sel_rd_mtval;
  wire mtval_wr_ena = csr_wr_ena && sel_wr_mtval && csr_wr_clk;
  reg [63 : 0] csr_mtval;
  always @(posedge clk) begin
    if (rst == 1'b1) begin
      csr_mtval <= 64'b0;
    end
    else if (excp_enter_wr) begin
      csr_mtval <= mtval_wr_data;
    end
    else if (mtval_wr_ena) begin
      csr_mtval <= csr_wr_data;
    end
  end
  wire [63 : 0] mtval_rd_data = (
    excp_enter   ? mtval_wr_data :
    mtval_wr_ena ? csr_wr_data :
                   csr_mtval
  );
  wire sel_rd_mip = (csr_rd_addr == 12'h344);
  wire sel_wr_mip = (csr_wr_addr == 12'h344);
  wire mip_rd_ena = csr_rd_ena && sel_rd_mip;
  wire mip_wr_ena = csr_wr_ena && sel_wr_mip && csr_wr_clk;
  reg [63 : 0] csr_mip;
  always @(posedge clk) begin
    if (rst == 1'b1) begin
      csr_mip <= 64'h80;
    end
    else begin
      csr_mip <= mip_wr_data;
    end
  end
  wire [63 : 0] mip_rd_data = mip_wr_data;
  wire sel_rd_mcycle = (csr_rd_addr == 12'hb00);
  wire sel_wr_mcycle = (csr_wr_addr == 12'hb00);
  wire mcycle_rd_ena = csr_rd_ena && sel_rd_mcycle;
  wire mcycle_wr_ena = csr_wr_ena && sel_wr_mcycle && csr_wr_clk;
  reg [63 : 0] csr_mcycle;
  always @(posedge clk) begin
    if (rst == 1'b1) begin
      csr_mcycle <= 64'h00000000_00000000;
    end
    else if (mcycle_wr_ena) begin
      csr_mcycle <= csr_wr_data;
    end
    else begin
      csr_mcycle <= csr_mcycle + 64'b1;
    end
  end
  wire [63 : 0] mcycle_rd_data = mcycle_wr_ena ? csr_wr_data : (csr_mcycle + 64'b1);
  wire sel_mvendorid = (csr_rd_addr == 12'hf11);
  wire mvendorid_rd_ena = (csr_rd_ena & sel_mvendorid);
  wire [63 : 0] csr_mvendorid = 64'h00000000_00000000;
  wire [63 : 0] mvendorid_rd_data = csr_mvendorid;
  wire sel_marchid= (csr_rd_addr == 12'hf12);
  wire marchid_rd_ena = (csr_rd_ena & sel_marchid);
  wire [63 : 0] csr_marchid = 64'h00000000_00000000;
  wire [63 : 0] marchid_rd_data = csr_marchid;
  wire sel_mimpid= (csr_rd_addr == 12'hf13);
  wire mimpid_rd_ena = (csr_rd_ena & sel_mimpid);
  wire [63 : 0] csr_mimpid = 64'h00000000_00000000;
  wire [63 : 0] mimpid_rd_data = csr_mimpid;
  wire sel_mhartid= (csr_rd_addr == 12'hf14);
  wire mhartid_rd_ena = (csr_rd_ena & sel_mhartid);
  wire [63 : 0] csr_mhartid = 64'h00000000_00000000;
  wire [63 : 0] mhartid_rd_data = csr_mhartid;
  assign csr_rd_data = {64{~rst}} & (
      ({64{mstatus_rd_ena}}   & mstatus_rd_data)
    | ({64{misa_rd_ena}}      & misa_rd_data)
    | ({64{mie_rd_ena}}       & mie_rd_data)
    | ({64{mtvec_rd_ena}}     & mtvec_rd_data)
    | ({64{mscratch_rd_ena}}  & mscratch_rd_data)
    | ({64{mepc_rd_ena}}      & mepc_rd_data)
    | ({64{mcause_rd_ena}}    & mcause_rd_data)
    | ({64{mtval_rd_ena}}     & mtval_rd_data)
    | ({64{mip_rd_ena}}       & mip_rd_data)
    | ({64{mcycle_rd_ena}}    & mcycle_rd_data)
    | ({64{mvendorid_rd_ena}} & mvendorid_rd_data)
    | ({64{marchid_rd_ena}}   & marchid_rd_data)
    | ({64{mimpid_rd_ena}}    & mimpid_rd_data)
    | ({64{mhartid_rd_ena}}   & mhartid_rd_data)
  );
  assign csr_to_ex_diffbus = {
    mstatus_rd_data, mepc_rd_data, mtval_rd_data, mtvec_rd_data,
    mcause_rd_data, mip_rd_data, mie_rd_data, mscratch_rd_data
  };
endmodule
==> deck_impl_summary.md <==
Implementation Results

Yosys
  • Synth Instances: 3908
  • Mapped Avg Cell Area: approximately 7.6 um^2
  • Post-synthesis async set-or-reset flop share: 0
  • Cells in synth_stat.txt: 3908
  • YS warnings: 1
  • YS chip area: approximately 30000 um^2
  • Top cells, area: dfxtp_1 (35%), nor2_1 (9.6%), mux2i_1 (6.8%)
  • Unique cell types: about 72
  • Yosys reg bits: approximately 520
  • Top area contributor share: 0.3490
  • Seq share, synth: 0.3490
  • Post-synth EDFFs: 0
  • Syn Std Cell Area: about 30000 um^2
  • Synth Flop Type: dfxtp_1
  • Area leader, netlist: dfxtp_1

Clock network
  • Max Buffers Root-to-Sink: 3
  • Hold buffer count at cts: 0
  • TritonCTS Buffers: 76
  • Setup bufs post-CTS: 0
  • Late-Pin Clk Latency: 720 ps
  • PostCTS Resize Cnt: 0
  • Clock-pin slew on the worst setup and hold paths: 50 ps
  • Num Clock Sinks: between 500 and 600
  • H-tree depth: 3
  • Clock tree from TritonCTS: yes
  • Clock root cell: clkbuf_16

Route
  • WL/cell: roughly 38 um
  • # DRC: 0
  • Via count: 36.97k
  • Initial DRC count: 4195
  • Final antenna-violating net count: 0
  • DRT Wirelength: about 310 mm
  • DRT Pass-1 Iters: 8
  • Average via count per standard cell: ~4.4

Run
  • Tool Warnings: 26
  • Max cap viols: 0

Final layout
  • Filler cell count: around 26k
  • Logic area: roughly 17000 um^2
  • P&R area growth vs syn: 63.92%
  • Layout cells sized above 1: 0.09807
  • Sequential Area: 10430 um^2
  • Post-layout util: 0.2035
  • Final instance area: ~49000 um^2

Critical path
  • CP cell instances: clkdlybuf4s50_1 > and4bb_2 > nand4_1 > buf_4 > buf_4 > nand2_1 > nand2_1 > a222oi_1 > a31oi_1 > clkdlybuf4s50_1
  • CP peak stage delay: approximately 1100 ps
  • R2r setup slk: approximately 24000 ps
  • CP startpoint kind: input pin
  • RR Endpoint: csr_mcycle[47]
  • Setup crit end kind: output port
  • Worst path required time: roughly 22000 ps
  • Worst-path maximum fanout: 31
  • Worst reg2reg path depth: 8
  • Worst Path Buf+Inv: 4
  • Critical-path top delay cell: a222oi_1
  • RR Startpoint: csr_mcycle[0]
  • Critical path class: input pin to output port
  • Worst Path Arrival: roughly 11000 ps
  • CP delay by family, top: buffers and inverters

Final timing
  • Setup WS post-layout: 11290 ps
  • Slew of the pin with the lowest slew margin: 1327 ps
  • Clk_skew: 24.09 ps
  • Post-Route Setup TNS: 0 ps
  • Final hold viol count: 0
  • RSZ-0062 raised after global routing: no
  • Post-route clock period utilization: 0.5895
  • Max-slew violations: 0
  • Final setup viols: 0
  • Final Critical Period: ~16000 ps
  • Hold WS: about 480 ps
  • Relative slew slack: 0.1155
  • Highest Clock Rate: approximately 60 MHz

Global route
  • Tot GR Track Use: 0.2316
  • Largest net degree at the start of global routing: around 81
  • Vias in the first global route: between 30k and 40k
  • First-pass GRT wire length: between 300 and 400 mm
  • Initial antenna violation count: a little over 100
  • Remaining global-route overflow: 0

Floorplan
  • Die Ht: approximately 510 um
  • IO Count: around 1.3k
  • Core box area: about 240000 um^2
  • Die area: about 260000 um^2
  • Row Count: roughly 180
  • Die width: between 500 and 600 um
  • FP Util: 0.1241

Pwr
  • PD cells: 46.84 nW/um^2
  • Lkg Pwr: a little under 0.02 uW
  • Peak VDD IR: 0.03936 mV

Min path
  • Worst Hold Class: flip-flop to flip-flop
  • Hold Crit Depth: 2
  • Hold wc startpoint: csr_mcause[28]
  • Hold Path Sink: csr_mcause[28]

Placement
  • RePlAce Congestion: about 0.97
  • Port bufs: roughly 1.3k
  • Worst slack at placement: between 10000 and 15000 ps
  • Placement Cell Area: 46240 um^2
  • Dpl hpwl: between 200 and 300 mm

Outcome
  • Status: finished, final reports clean
[cell usage in the layout, fill, tap and decap left out, types with 20 or more instances in the layout]
master           count
a31oi_1             52
a22oi_1             20
o22ai_1             29
nand3_1             30
xor2_1              34
nand2b_1            35
clkbuf_16           76
o32ai_1             29
conb_1              55
clkdlybuf4s50_1   1252
diode_2             57
nand2_1            368
a22o_1              54
and3_1              21
nor2_1             755
dfxtp_1            521
xnor2_1             26
o21ai_0             75
buf_4              226
a222oi_1            55
and2_1             156
a221oi_1            28
nand4_1             43
inv_1              140
a211oi_1           154
a21oi_1            137
nor2b_1             65
mux2i_1            203
nor3_1             139
mux2_2             102
[layer usage]
layer,vias to the layer above,track usage,part of all wire
met4,22,0.1084,0.060
met3,468,0.1264,0.14
li1,15860,-,-
met2,2556,0.3238,0.40
met1,18060,0.2894,0.40
met5,-,0.005661,0.0011
[cell families (layout without fill, tap and decap cells)]
| family | count (synthesis) | in the layout | share of synthesized area |
|---|---|---|---|
| and+or+nand+nor | 1676 | 1676 | 0.2551 |
| AOI/OAI and AO/OA | 742 | 742 | 0.1786 |
| buffers and inverters | 602 | 1759 | 0.09274 |
| DFF | 521 | 521 | 0.3490 |
| muxes | 305 | 305 | 0.1064 |
| xor gates and xnor gates | 60 | 60 | 0.01758 |
| adders and majority gates | 1 | 1 | 0.0004186 |
| other | 1 | 112 | 0.0001255 |
[tightest hold or removal path, cell delays in order (launching register included)]
cell and delay, ps:
dfxtp_1 290, nand2_1 60, a311oi_1 70
[worst max path at each step]
stage | from | to | slack (ps) | cells after the start
final | csr_wr_clk | csr_rd_data[19] | 11290 | 10
after global routing | csr_wr_clk | csr_rd_data[54] | 11300 | 12
after CTS | csr_wr_clk | csr_rd_data[51] | 11480 | 12
[flip-flops by register name (all words and copies together), names as in the netlist]
| name | flops |
|---|---|
| csr_mtval | 64 |
| csr_mscratch | 64 |
| csr_mip | 64 |
| csr_mie | 64 |
| csr_mstatus | 9 |
| csr_mcycle | 64 |
| csr_mcause | 64 |
| csr_mtvec | 64 |
| csr_mepc | 64 |
[cell type report]
type	count	share of cell area
antenna	57	0.002912
clock buffer	106	0.04480
clock inverter	31	0.008327
inverter	142	0.01109
multi-input combinational	2839	0.3476
sequential	521	0.2129
tap	3185	0.08135
timing repair buffer	1480	0.2910
[synthesized netlist by cell type, types with 7 or more instances]
library cell,instances
a32oi_1,12
nand4_1,43
and3_1,23
nor2_1,763
clkbuf_1,268
xnor2_1,26
inv_1,141
a22o_1,54
a41oi_1,13
mux2_2,102
dfxtp_1,521
nand3_1,33
a222oi_1,55
nand2_1,369
o22ai_1,30
buf_2,49
buf_1,23
a311oi_1,14
nand2b_1,35
nor2b_1,67
a211oi_1,154
a22oi_1,20
a21oi_1,137
nor3_1,143
and2_1,157
a2111oi_0,8
xor2_1,34
mux2i_1,203
o21ai_0,75
a221o_1,7
o32ai_1,29
a221oi_1,28
o211ai_1,10
buf_4,119
a31oi_1,52
o21a_1,9
[per-stage QoR]
step / power, uW / std cells
global route: 2368 / 8324
floorplan: 919.0 / 3962
global placement: 1227 / 8167
detailed placement: 1227 / 8167
CTS: 2326 / 8304
finish: 2295 / 8361
[power breakdown]
part / total [uW] / switching, uW / internal, uW
Combinational: 423 / 242 / 181
Clock: 1080 / 458 / 626
Sequential: 787 / 7.88 / 779
Total: 2290 / 709 / 1590
Power and IR drop assume default switching activity.
