==> /design/flow/design.v <==
`timescale 1ns / 1ps
module clint # (
  parameter RW_DATA_WIDTH     = 64,
  parameter RW_ADDR_WIDTH     = 64,
  parameter AXI_DATA_WIDTH    = 64,
  parameter AXI_ADDR_WIDTH    = 64,
  parameter AXI_ID_WIDTH      = 4,
  parameter AXI_USER_WIDTH    = 1
)(
  input  wire                             clk,
  input  wire                             rst,
  output wire                             aw_ready_o,
  input  wire                             aw_valid_i,
  input  wire [AXI_ADDR_WIDTH-1:0]        aw_addr_i,
  input  wire [2:0]                       aw_prot_i,
  input  wire [AXI_ID_WIDTH-1:0]          aw_id_i,
  input  wire [AXI_USER_WIDTH-1:0]        aw_user_i,
  input  wire [7:0]                       aw_len_i,
  input  wire [2:0]                       aw_size_i,
  input  wire [1:0]                       aw_burst_i,
  input  wire                             aw_lock_i,
  input  wire [3:0]                       aw_cache_i,
  input  wire [3:0]                       aw_qos_i,
  output wire                             w_ready_o,
  input  wire                             w_valid_i,
  input  wire [AXI_DATA_WIDTH-1:0]        w_data_i,
  input  wire [AXI_DATA_WIDTH/8-1:0]      w_strb_i,
  input  wire                             w_last_i,
  input  wire [AXI_ID_WIDTH-1:0]          w_id_i,
  input  wire                             b_ready_i,
  output wire                             b_valid_o,
  output wire [1:0]                       b_resp_o,
  output wire [AXI_ID_WIDTH-1:0]          b_id_o,
  output wire [AXI_USER_WIDTH-1:0]        b_user_o,
  output wire                             ar_ready_o,
  input  wire                             ar_valid_i,
  input  wire [AXI_ADDR_WIDTH-1:0]        ar_addr_i,
  input  wire [2:0]                       ar_prot_i,
  input  wire [AXI_ID_WIDTH-1:0]          ar_id_i,
  input  wire [AXI_USER_WIDTH-1:0]        ar_user_i,
  input  wire [7:0]                       ar_len_i,
  input  wire [2:0]                       ar_size_i,
  input  wire [1:0]                       ar_burst_i,
  input  wire                             ar_lock_i,
  input  wire [3:0]                       ar_cache_i,
  input  wire [3:0]                       ar_qos_i,
  input  wire                             r_ready_i,
  output wire                             r_valid_o,
  output wire [1:0]                       r_resp_o,
  output wire [AXI_DATA_WIDTH-1:0]        r_data_o,
  output wire                             r_last_o,
  output wire [AXI_ID_WIDTH-1:0]          r_id_o,
  output wire [AXI_USER_WIDTH-1:0]        r_user_o,
  output wire [11 : 0]                 clint_interupt_bus
);
  wire debug_wr = msip_wr_ena || mtime_wr_ena || mtimecmp_wr_ena;
  wire debug_rd = msip_rd_ena || mtime_rd_ena || mtimecmp_rd_ena;
  reg [31 : 0]   csr_msip;
  reg [63 : 0] csr_mtime, csr_mtimecmp;
  wire ar_hs  = ar_valid_i && ar_ready_o;
  wire r_hs   = r_valid_o  && r_ready_i;
  wire aw_hs  = aw_valid_i && aw_ready_o;
  wire w_hs   = w_valid_i  && w_ready_o;
  wire b_hs   = b_valid_o  && b_ready_i;
  parameter R_STATE_IDLE = 1'b0, R_STATE_READ = 1'b1;
  reg r_state;
  wire r_state_idle = r_state == R_STATE_IDLE;
  wire r_state_read = r_state == R_STATE_READ;
  always @(posedge clk) begin
    if (rst) begin
      r_state <= R_STATE_IDLE;
    end
    else begin
      case (r_state)
        R_STATE_IDLE: if (ar_hs) r_state <= R_STATE_READ;
        R_STATE_READ: if (r_hs)  r_state <= R_STATE_IDLE;
      endcase
    end
  end
  assign ar_ready_o = r_state_idle && ar_valid_i;
  reg [63:0] rd_addr_reg;
  reg [3:0]  rd_id_reg;
  reg        rd_user_reg;
  reg [2:0]  rd_size_reg;
  always @(posedge clk) begin
    if (rst) begin
      rd_addr_reg <= 63'b0; 
      rd_id_reg   <= 4'b0;
      rd_user_reg <= 1'b0;
      rd_size_reg <= 3'b0;
    end
    else if (ar_hs) begin
      rd_addr_reg <= ar_addr_i;
      rd_id_reg   <= ar_id_i;
      rd_user_reg <= ar_user_i;
      rd_size_reg <= ar_size_i;
    end
    else if (r_hs) begin
      rd_addr_reg <= 0;
    end
  end
  wire rd_size_b = rd_size_reg == 3'b000;
  wire rd_size_h = rd_size_reg == 3'b001;
  wire rd_size_w = rd_size_reg == 3'b010;
  wire rd_size_d = rd_size_reg == 3'b011;
  assign r_valid_o = R_STATE_READ;
  assign r_resp_o  = 2'b0;
  wire msip_rd_ena     = (rd_addr_reg == 64'h00000000_02000000);
  wire mtimecmp_rd_ena = (rd_addr_reg == 64'h00000000_02004000);
  wire mtime_rd_ena    = (rd_addr_reg == 64'h00000000_0200BFF8);
  wire [63:0] clint_val = (
      ({64{msip_rd_ena}}     & {{32{csr_msip[31]}}, csr_msip})
    | ({64{mtimecmp_rd_ena}} & csr_mtimecmp)
    | ({64{mtime_rd_ena}}    & csr_mtime)
  ) >> rd_addr_reg[2:0];
  assign r_data_o  = (
      ({64{rd_size_b}} & {8{clint_val[7:0]}})
    | ({64{rd_size_h}} & {4{clint_val[15:0]}})
    | ({64{rd_size_w}} & {2{clint_val[31:0]}})
    | ({64{rd_size_d}} & {1{clint_val[63:0]}})
  );
  assign r_last_o  = R_STATE_READ;
  assign r_id_o    = rd_id_reg;
  assign r_user_o  = rd_user_reg;
  parameter [1:0] W_STATE_IDLE = 2'b00, W_STATE_WRITE = 2'b01, W_STATE_RESP = 2'b10;
  reg [1 : 0] w_state;
  wire w_state_idle  = w_state == W_STATE_IDLE;
  wire w_state_write = w_state == W_STATE_WRITE;
  wire w_state_resp  = w_state == W_STATE_RESP;
  always @(posedge clk) begin
    if (rst) begin
      w_state <= W_STATE_IDLE;
    end
    else begin
      case (w_state)
        W_STATE_IDLE:
          if (aw_hs) 
            w_state <= W_STATE_WRITE;
        W_STATE_WRITE:
          if (w_hs && w_last_i)
            w_state <= W_STATE_RESP;
        W_STATE_RESP:
          if (b_hs)
            w_state <= W_STATE_IDLE;
        default:
          w_state <= W_STATE_IDLE;
      endcase
    end
  end
  assign aw_ready_o = w_state_idle && aw_valid_i;
  reg [63 : 0]           wr_addr_reg;
  reg [AXI_ID_WIDTH-1:0]   wr_id_reg;
  reg [AXI_USER_WIDTH-1:0] wr_user_reg;
  reg [2:0]                wr_size_reg;
  always @(posedge clk) begin
    if (rst) begin
      {wr_addr_reg, wr_id_reg, wr_user_reg} <= 64'h00000000_00000000;
      wr_size_reg <= 3'b0;
    end
    else if (aw_hs) begin
      wr_addr_reg <= aw_addr_i;
      wr_id_reg   <= aw_id_i;
      wr_user_reg <= aw_user_i;
      wr_size_reg <= aw_size_i;
    end
    else if (w_hs) begin
      wr_addr_reg <= 0;
    end
  end
  wire wr_size_b = wr_size_reg == 3'b000;
  wire wr_size_h = wr_size_reg == 3'b001;
  wire wr_size_w = wr_size_reg == 3'b010;
  wire wr_size_d = wr_size_reg == 3'b011;
  assign w_ready_o = W_STATE_WRITE && w_valid_i;
  wire [7:0] mask_size  = (
      ({8{wr_size_b}} & 8'b00000001)
    | ({8{wr_size_h}} & 8'b00000011)
    | ({8{wr_size_w}} & 8'b00001111)
    | ({8{wr_size_d}} & 8'b11111111)
  ) << wr_addr_reg[2:0];
  wire [7:0] mask_8bits = w_strb_i & mask_size;
  wire [63 : 0] wr_mask = {
    {8{mask_8bits[7]}},
    {8{mask_8bits[6]}},
    {8{mask_8bits[5]}},
    {8{mask_8bits[4]}},
    {8{mask_8bits[3]}},
    {8{mask_8bits[2]}},
    {8{mask_8bits[1]}},
    {8{mask_8bits[0]}}
  };
  wire msip_wr_ena     = (wr_addr_reg == 64'h00000000_02000000);
  wire mtimecmp_wr_ena = (wr_addr_reg == 64'h00000000_02004000);
  wire mtime_wr_ena    = (wr_addr_reg == 64'h00000000_0200BFF8);
  always @(posedge clk) begin
    if (rst) begin
      csr_msip <= 32'b0;
    end
    else if (w_hs && msip_wr_ena) begin
      csr_msip <= (~wr_mask[31:0] & csr_msip) | (wr_mask[31:0] & w_data_i[31:0]);
    end
  end
  always @(posedge clk) begin
    if (rst) begin
      csr_mtimecmp <= 64'h00000000_00000000;
    end
    else if (w_hs && mtimecmp_wr_ena) begin
        csr_mtimecmp <= (~wr_mask & csr_mtimecmp) | (wr_mask & w_data_i);
    end
  end
  always @(posedge clk) begin
    if (rst) begin
      csr_mtime <= 64'h00000000_00000000;
    end
    else if (w_hs && mtime_wr_ena) begin
      csr_mtime <= (~wr_mask & csr_mtime) | (wr_mask & w_data_i);
    end 
    else begin
      csr_mtime <= csr_mtime + 1;
    end
  end
  assign b_valid_o = w_state_resp; 
  assign b_resp_o  = 2'b0;
  assign b_id_o    = wr_id_reg;
  assign b_user_o  = wr_user_reg;
  assign clint_interupt_bus [3]  = csr_msip == 32'b1;
  assign clint_interupt_bus [7] = csr_mtime >= csr_mtimecmp;
endmodule
==> /design/flow/run.sh <==
#!/bin/bash
# OpenROAD 26Q1-2900-gdf79404cd8, Yosys 0.63+post, stock flow scripts
make -C /OpenROAD-flow-scripts/flow DESIGN_CONFIG=/design/flow/config.mk WORK_HOME=/design/flow/orfs finish
==> /design/flow/config.mk <==
export PLATFORM = sky130hd
export DESIGN_NAME = clint
export DESIGN_NICKNAME = clint
export VERILOG_FILES = /design/flow/design.v
export SDC_FILE = /design/flow/constraint.sdc
export NUM_CORES = 4
export LEC_CHECK = 1
export CORE_UTILIZATION = 40
==> /design/flow/constraint.sdc <==
current_design clint

set clk_period 16.5
set clk_io_pct 0.2

create_clock -name clk0 -period $clk_period [get_ports {clk}]

set non_clock_inputs [all_inputs -no_clocks]
set_input_delay [expr $clk_period * $clk_io_pct] -clock clk0 $non_clock_inputs
set_output_delay [expr $clk_period * $clk_io_pct] -clock clk0 [all_outputs]
==> out/metrics.yaml <==
ant_nets: 0
cts.reportedPaths.clkPinSlew_ns: 0.05
setup_slack_ns: 8.31
portBuffers: 303
drt_iter0_markers: 1331
timing.final.max_slew_violations: 0
yosys.cell_types.count: 80
path_cells: "nor4_1, nand4_1, nor4_1, and2_2, buf_4, a222oi_1, buf_4, nand2b_1, a21boi_0, o22ai_1, clkdlybuf4s50_1"
cts_buffers: 37
grt_overflow: 0
ys_chip_area_um2: 16900
insertion_delay_ns: 0.56
place.gp.congestion: 0.944
ys_seq_share_pct: 36.4
fin_setup_tns_ns: 0
tightest_slew_ns: 0.823
cp_slowest_stage_delay_ns: 0.60
fmax_ghz: 0.122
cts.path.max_buffers: 3
grt_usage_pct: 26.7
crit_family: "simple AND/OR/NAND/NOR gates"
log.warning_count: 73
drc: 0
cp_data_arrival_time_ns: 4.89
pwr-share-comb_pct: 9.4
min_from: "wr_id_reg[0]$_SDFFE_PP0P_"
cp-end-kind: "primary output"
drt_wl_total_mm: 57.4
hold_violations: 0
die_w_um: 208
clockPowerShare_pct: 45.7
switchingPower_mw: 0.419
synth_area_um2: 16900
clock-root-buffer: "clkbuf_16"
dp_cells: 2839
rr_worst_depth: 9
grt_pass1_vias: 15600
chipArea_um2: 43100
ys.flops: 308
critPathSlowestCell: "buf_4"
crit_buf_inv: 3
instances_no_fill: 2905
vias_per_cell: 5.75
ios: 368
grt_max_degree: 75
clock_sinks: 308
worstHoldPathType: "reg2reg"
cts_setup_buffers: 0
status: "complete, no violations"
wire_per_inst_um: 19.8
synth_warnings: 11
r2r_slack_ns: 13.26
pre_cts_slack_ns: 8.44
drv_cap: 0
holdPathStages: 2
layout-drive-gt1-share_pct: 6.33
num-fill-cells: 3894
fp-utilization_pct: 41.0
dr.pass1.iters: 8
switching_share_pct: 24.2
die_y_um: 208
grt_pass1_wl_mm: 88.8
maxSlewHeadroom_pct: 44.6
syn_to_final_growth_pct: 26.2
logic_area_um2: 9730
ctsResizeCount: 0
critical_path_required_ns: 13.20
edf_count: 0
dp_hpwl_mm: 40.7
p_leak_nw: 7.85
synthCells: 2118
ys_cells: 2118
antenna_found_initial: 10
worstHoldEndpoint: "wr_id_reg[0]$_SDFFE_PP0P_"
crit_path_start_kind: "flip-flop"
reg2reg_from: "wr_addr_reg[1]$_SDFFE_PP0P_"
rows: 74
async_reset_ff_share_pct: 0
vias: 16700
p_per_area_nw_per_um2: 80.9
cts_hold_buffers: 0
core_um2: 41300
regArea_um2: 6170
fin_skew_ns: 0.0217
ff_type: "dfxtp_1"
crit_path_max_fanout: 48
path_class: "reg2out"
power_frac_seq_pct: 44.9
htreeDepth: 2
rsz0062_at_grt: "no"
min_period_over_period_pct: 49.6
p_int_mw: 1.31
finalCriticalPeriod_ns: 8.19
finalSetupViolCount: 0
cts_tree: "done"
vdd_drop_max_v: 0.0000706
syn_avg_cell_area_um2: 7.99
## power groups by stage
stage / Clock [mW] / Combinational, mW / Sequential (mW)
after CTS: 0.812 / 0.163 / 0.776
after global routing: 0.839 / 0.177 / 0.778
final: 0.791 / 0.162 / 0.776
## layout make-up
type	count	share of cell area (%)
inverters	88	1.55
flip-flops and latches	308	28.9
repair buffers	337	15.4
well taps	532	3.12
diodes	3	0.0351
clock buffers	54	5.01
clock inverters	9	0.434
multi-input cells	1574	45.6
## Yosys cell counts, drive strengths merged (18+ instances only)
library cell	count	area share (%)
nor4	59	2.5
o22ai	34	1.3
inv	88	2.0
nor3	43	1.5
nor2	181	4.3
nand2	295	6.6
nand4	35	1.4
nand3b	128	5.7
a21oi	249	7.4
clkbuf	102	2.3
a221oi	36	1.9
nand3	58	1.8
o21ai	47	1.4
a222oi	25	1.5
dfxtp	308	36
ha	65	4.8
a21boi	18	0.80
buf	60	2.3
a211oi	20	0.89
mux2i	83	4.9
## cell families after synthesis
| group | share of synthesized area [%] |
|---|---|
| buffers and inverters | 6.47 |
| other | 0.0444 |
| AND/OR/NAND/NOR | 27.2 |
| adder cells (fa/ha/maj) | 4.80 |
| multiplexers | 5.51 |
| flip-flops | 36.4 |
| AND-OR/OR-AND | 19.6 |
## metrics by stage
step           util (%)  power [mW]  area, µm²  hold WS [ns]
2_1_floorplan         -       0.867      17000         0.422
3_5_place_dp       48.9       0.954      20200         0.449
5_1_grt            51.7        1.79      21400         0.484
6_report           51.7        1.73      21400         0.457
4_1_cts            51.7        1.75      21400         0.460
3_3_place_gp       48.9       0.953      20200         0.442
## metal layers
layer | wire (µm) | vias up | global-route usage [%]
met5 | 92 | - | 0
met4 | 1770 | 14 | 7.43
met3 | 4910 | 100 | 7.09
met2 | 24900 | 622 | 39.6
met1 | 25800 | 7820 | 39.2
li1 | - | 8142 | -
## worst max path at each step
stage	from	endpoint	slack (ns)	cells after the start
CTS	rd_addr_reg[43]$_SDFFE_PP0P_	r_data_o[30]	8.32	10
global route	rd_addr_reg[51]$_SDFFE_PP0P_	r_data_o[28]	8.07	11
finish	rd_addr_reg[43]$_SDFFE_PP0P_	r_data_o[28]	8.31	11
## worst min-delay path, stage by stage (launching register included)
cell and delay (ns):
dfxtp_1 0.31, nand2_1 0.05, a21oi_1 0.05
## cells in the final DEF (no fill, tap or decap), types with 6 or more instances in the layout
cell / instances
a221oi_1: 36
or3_1: 6
a21boi_0: 18
nor3_1: 39
nand3_1: 56
conb_1: 16
clkdlybuf4s50_1: 302
or2_2: 7
ha_1: 65
clkbuf_8: 8
nand2_2: 8
and2_1: 8
nor2_4: 6
o22ai_1: 34
nor2_1: 171
a21oi_1: 249
clkbuf_16: 37
nand4_1: 32
mux2i_1: 83
buf_4: 34
a21o_1: 7
mux2_2: 7
a211oi_1: 19
o21ai_0: 45
a22oi_1: 13
inv_1: 86
a311oi_1: 10
nand2_1: 287
nand3b_1: 128
clkbuf_1: 9
nand2b_1: 15
and4_1: 6
and3_1: 16
nor4_1: 53
o211ai_1: 11
dfxtp_1: 307
a222oi_1: 25
Power and IR drop assume default switching activity.
