==> flow/config.mk <==
export PLATFORM = sky130hd
export DESIGN_NAME = naive_to_axi
export DESIGN_NICKNAME = naive_to_axi
export VERILOG_FILES = /design/flow/design.v
export SDC_FILE = /design/flow/constraint.sdc
export NUM_CORES = 4
export LEC_CHECK = 1
export CORE_AREA = 10 10 145 145
export DIE_AREA = 0 0 155 155
==> flow/constraint.sdc <==
current_design naive_to_axi

set clk_period 3.6
set clk_io_pct 0.2

create_clock -name clk0 -period $clk_period [get_ports {clk}]

set non_clock_inputs [all_inputs -no_clocks]
set_input_delay [expr $clk_period * $clk_io_pct] -clock clk0 $non_clock_inputs
set_output_delay [expr $clk_period * $clk_io_pct] -clock clk0 [all_outputs]
==> flow/design.v <==
`timescale 1ns / 1ps
module naive_to_axi # (
  parameter RW_DATA_WIDTH     = 32,
  parameter RW_ADDR_WIDTH     = 32,
  parameter AXI_DATA_WIDTH    = 32,
  parameter AXI_ADDR_WIDTH    = 32,
  parameter AXI_ID_WIDTH      = 4,
  parameter AXI_USER_WIDTH    = 1
)(
  input                               clk,
  input                               rst,
  output [RW_ADDR_WIDTH-1:0]          memaddr,      
	input  [RW_DATA_WIDTH-1:0]          memdataout,   
	output [RW_DATA_WIDTH-1:0]          memdatain,    
  output [2:0]                        memop,        
	output	                            memwe,        
  output                              axi_aw_ready,
  input                               axi_aw_valid,
  input [AXI_ADDR_WIDTH-1:0]          axi_aw_addr,
  input [2:0]                         axi_aw_prot,
  input [AXI_ID_WIDTH-1:0]            axi_aw_id,
  input [AXI_USER_WIDTH-1:0]          axi_aw_user,
  input [7:0]                         axi_aw_len,
  input [2:0]                         axi_aw_size,
  input [1:0]                         axi_aw_burst,
  input                               axi_aw_lock,
  input [3:0]                         axi_aw_cache,
  input [3:0]                         axi_aw_qos,
  output                              axi_w_ready,
  input                               axi_w_valid,
  input [AXI_DATA_WIDTH-1:0]          axi_w_data,
  input [AXI_DATA_WIDTH/8-1:0]        axi_w_strb,
  input                               axi_w_last,
  input [AXI_ID_WIDTH-1:0]            axi_w_id,
  input                               axi_b_ready,
  output                              axi_b_valid,
  output  [1:0]                       axi_b_resp,
  output  [AXI_ID_WIDTH-1:0]          axi_b_id,
  output  [AXI_USER_WIDTH-1:0]        axi_b_user,
  output                              axi_ar_ready,
  input                               axi_ar_valid,
  input [AXI_ADDR_WIDTH-1:0]          axi_ar_addr,
  input [2:0]                         axi_ar_prot,
  input [AXI_ID_WIDTH-1:0]            axi_ar_id,
  input [AXI_USER_WIDTH-1:0]          axi_ar_user,
  input [7:0]                         axi_ar_len,
  input [2:0]                         axi_ar_size,
  input [1:0]                         axi_ar_burst,
  input                               axi_ar_lock,
  input [3:0]                         axi_ar_cache,
  input [3:0]                         axi_ar_qos,
  input                               axi_r_ready,
  output                              axi_r_valid,
  output  [1:0]                       axi_r_resp,
  output  [AXI_DATA_WIDTH-1:0]        axi_r_data,
  output                              axi_r_last,
  output  [AXI_ID_WIDTH-1:0]          axi_r_id,
  output  [AXI_USER_WIDTH-1:0]        axi_r_user
);
  localparam [1:0] IDLE = 2'b00;
  localparam [1:0] READ_TRANS = 2'b01;
  localparam [1:0] WRITE_TRANS = 2'b10;
  localparam [1:0] WRITE_RESP = 2'b11;
  reg [1:0] state;
  reg [1:0] next_state;
  always @(posedge clk) begin
    state <= ~{2{rst}} & next_state;
  end
  always @(*) begin
    case (state)
      IDLE, READ_TRANS: begin
        if (axi_aw_valid) begin
          next_state = WRITE_TRANS;
        end
        else if (axi_ar_valid) begin
          next_state = READ_TRANS;
        end
        else next_state = IDLE;
      end
      WRITE_TRANS: begin
        next_state = WRITE_RESP;
      end
      WRITE_RESP: begin
        if (axi_aw_valid) begin
          next_state = WRITE_TRANS;
        end
        else if (axi_ar_valid) begin
          next_state = READ_TRANS;
        end
        else next_state = IDLE;
      end
    endcase
  end
  wire [1:0] w_offset;
  assign w_offset = (
      ({2{axi_w_strb == 4'b0001}} & 2'b00)
    | ({2{axi_w_strb == 4'b0010}} & 2'b01)
    | ({2{axi_w_strb == 4'b0100}} & 2'b10)
    | ({2{axi_w_strb == 4'b1000}} & 2'b11)
    | ({2{axi_w_strb == 4'b0011}} & 2'b00)
    | ({2{axi_w_strb == 4'b1100}} & 2'b10)
    | ({2{axi_w_strb == 4'b1111}} & 2'b00)
  );
  wire ar_hs = axi_ar_valid && axi_ar_ready;
  wire aw_hs = axi_aw_valid && axi_aw_ready;
  reg [31:0] naive_wr_addr;
  wire [31:0] naive_rd_addr = axi_ar_addr;
  always @(posedge clk) begin
    if (aw_hs)
      naive_wr_addr <= axi_aw_addr;
    else
      naive_wr_addr <= naive_wr_addr;
  end
  assign memaddr = axi_aw_valid ? (naive_wr_addr | {30'b0, w_offset}) : naive_rd_addr;
  assign memdatain = (
      ({32{axi_w_strb == 4'b0001}} & {24'b0, axi_w_data[7:0]})
    | ({32{axi_w_strb == 4'b0010}} & {24'b0, axi_w_data[15:8]})
    | ({32{axi_w_strb == 4'b0100}} & {24'b0, axi_w_data[23:16]})
    | ({32{axi_w_strb == 4'b1000}} & {24'b0, axi_w_data[31:24]})
    | ({32{axi_w_strb == 4'b0011}} & {16'b0, axi_w_data[15:0]})
    | ({32{axi_w_strb == 4'b1100}} & {16'b0, axi_w_data[31:16]})
    | ({32{axi_w_strb == 4'b1111}} & {axi_w_data[31:0]})
  );
  assign memwe = axi_w_ready;
  assign axi_aw_ready = next_state == WRITE_TRANS;
  assign axi_w_ready = state == WRITE_TRANS;
  assign axi_b_valid = state == WRITE_RESP;
  assign axi_b_resp = {1'b0, axi_b_valid};
  assign axi_b_id = 0;
  assign axi_b_user = 0;
  assign axi_ar_ready = next_state == READ_TRANS;
  assign axi_r_valid = state == READ_TRANS;
  assign axi_r_resp = {1'b0, axi_r_valid};
  assign axi_r_data = memdataout;
  assign axi_r_last = axi_r_valid;
  assign axi_r_id = 0;
  assign axi_r_user = 0;
endmodule
==> flow/run.sh <==
#!/bin/bash
# OpenROAD 26Q1-2900-gdf79404cd8, Yosys 0.63+post, stock flow scripts
make -C /OpenROAD-flow-scripts/flow DESIGN_CONFIG=/design/flow/config.mk WORK_HOME=/design/flow/orfs finish
==> out/summary.txt <==
number of antenna violations at the first check in global routing: 1
number of vias per cell: 3.63
number of slew-limit violations in the final report: 0
Chip Area, Yosys: 2340 sq um
wire length of the first global-routing pass: 14.1 mm
post-cts hold buffer count: 0
comb area leader: buffers and inverters
input/output buffers: 176
CTS Sinks: 34
number of gates resized after cts: 0
buffer type at the clock tree root: clkbuf_16
clock tree from TritonCTS: built
Core Footprint: 18,000 sq um
setup repair after global routing missed its margin: false
highest net fanout along the worst path: 8
HPWL Detailed: 7.78 mm
number of global-route vias before repair: 2,425
die y size: 155 um
Mapped Avg Cell Area: 11.1 sq um
number of CTS-inserted buffers: 5
gate count of the mapped netlist: 211
Simple Share, Synth: 0.137
Post-CTS Setup Inserts: 0
Starting DRT DRC Count: 74
largest net degree at the start of global routing: 33
area share of xor/xnor cells in the synthesized design: 0.00374
DR WL/cell: 15.9 um
combined global-route utilization of all metal layers: 0.0743
count of unique library cells instantiated by Yosys: 28
fraction of final layout cells sized beyond drive strength 1: 0.148
FF-to-FF setup slack: 2150 ps
worst ir drop on vdd: 244 uV
relative slew slack: 0.634
number of register bits inferred by synthesis: 34
die width: 155 um
gr ovfl total: 0
number of top-level pins: 324
Power per Cell Area: 288 nW/um^2
fp util: 0.130
weighted congestion reported at the end of routability-driven placement: 1.02
smallest hold slack: 646 ps
most numerous logic cells after layout: clkdlybuf4s50_1 (175), edfxtp_1 (32), mux2_2 (30)
max cap viols: 0
arrival time of the worst setup path: 2750 ps
number of antenna diodes: 0
setup TNS: 0 ps
detailed-route via count: 2,129
CP Capture Type: output pin
Post-Route Skew: 6.04 ps
data required time at the worst endpoint: 2880 ps
synthesized-area fraction occupied by adder cells: 0
cell area after synthesis: 2340 sq um
Fmax: 0.288 GHz
OpenROAD warning count: 93
WS Path Type: in2out
number of placement rows: 49
Pre-Repair DR Iteration Count: 4
run status: complete, no violations
Min Clock Period, post-route: 3470 ps
post-synthesis share of cell area spent on and-or and or-and gates: 0.101
Yosys Warn Count: 4
layout-stage area growth over the synthesis result: 80.8%
final number of setup-violating endpoints: 0
most frequent logic cell in the layout: clkdlybuf4s50_1
Clock H-tree levels: 2
core occupancy in the finished layout: 0.235
Routed Wire Length: 9.34 mm
Worst setup SP type: primary input
number of cells in the finished layout apart from fillers: 586
total cells reported by yosys after synthesis: 211
source-to-sink clock delay at the later pin of the worst-skew pair: 280 ps
clock slew seen by the registers of the worst setup and hold paths: 50 ps
actual transition at the worst max-transition pin: 548 ps
worst hold path class: reg2reg
Remaining DRCs: 0
Final Hold Vio Count: 0
worst-case clock buffer depth: 2
chip area: 24,000 sq um
tally of nets with antenna violations remaining after routing: 0
mux frac, synth: 0.144
Final period util: 0.964
total placed cells including tap cells: 578
register area share after synthesis: 0.428
reported leakage power: 1.50 nW
## registers in the layout, indices dropped and copies added, names as in the netlist
name and count:
naive_wr_addr 32, state 2
## cell type report
| class | count | area [sq um] |
|---|---|---|
| Clock buffer | 5 | 125 |
| Clock inverter | 3 | 20.0 |
| Fill cell | 1877 | 13700 |
| Inverter | 2 | 7.51 |
| Multi-Input combinational cell | 130 | 968 |
| Sequential cell | 34 | 1000 |
| Tap cell | 229 | 287 |
| Timing Repair Buffer | 183 | 1820 |
## cells by family (layout without fill, tap and decap cells)
logic type / count (synthesis) / after routing
flip-flops: 34 / 34
AND/OR/NAND/NOR: 53 / 53
XOR/XNOR: 1 / 1
other: 1 / 15
AND-OR/OR-AND: 31 / 31
buffers and inverters: 61 / 193
multiplexers: 30 / 30
## metrics by stage
stage               worst slack, ps  power, mW  cell area, sq um
CTS                             123       1.25              4230
floorplan                       589      0.587              2390
detailed placement              131      0.803              4090
global route                   30.8       1.29              4230
global placement                149      0.802              4090
finish                          129       1.22              4230
## Yosys cell counts
master / instances / area [sq um]
nor2_4: 1 / 11.3
o21ai_0: 1 / 5.00
a22o_1: 8 / 70.1
nand3b_1: 8 / 60.1
nor3b_4: 1 / 18.8
clkbuf_2: 1 / 5.00
and3_1: 1 / 6.26
a21oi_1: 12 / 60.1
nand2_2: 1 / 6.26
a221o_1: 8 / 80.1
nor2_2: 1 / 6.26
and2_1: 17 / 106
or2_4: 1 / 8.76
buf_2: 7 / 35.0
o22ai_2: 1 / 12.5
mux2_2: 30 / 338
or2_1: 1 / 6.26
nand2_1: 9 / 33.8
conb_1: 1 / 3.75
inv_1: 2 / 7.51
nor2b_1: 4 / 25.0
dfxtp_1: 2 / 40.0
nor2_1: 7 / 26.3
buf_4: 51 / 383
edfxtp_1: 32 / 961
xor2_1: 1 / 8.76
a21oi_2: 1 / 8.76
nand2b_1: 1 / 6.26
## per-layer routing
layer / global-route usage / routed length, um
met2: 0.113 / 3980
met5: 0 / 13
met4: 0.0283 / 346
met3: 0.0473 / 1570
met1: 0.0821 / 3430
## worst paths after layout
kind | to | cells after the start | from
worst max register to register | naive_wr_addr[22] | 3 | state[1]
worst min-delay path | state[0] | 3 | state[0]
worst min register to register | state[0] | 3 | state[0]
worst max-delay path | memdatain[5] | 5 | axi_w_strb[2]
## power by group
| group | switching [mW] | total [mW] | internal, mW |
|---|---|---|---|
| clock | 0.173 | 0.429 | 0.256 |
| sequential | 0.00675 | 0.469 | 0.462 |
| combinational | 0.0946 | 0.321 | 0.227 |
| total | 0.275 | 1.22 | 0.945 |
## critical path, stage by stage
cell,delay (ps)
clkdlybuf4s50_1,570
or2_4,350
nor3b_4,390
a221o_1,250
clkdlybuf4s50_1,470
Power and IR drop assume default switching activity.
